===== design.v =====
module clkdiv(
	input clk50,
	input rst_n,
	output dividedclk
);
parameter DIVIDEFACTOR = 25;
reg dividedout;
reg [5:0] counter;
assign dividedclk = dividedout;
always @ (posedge clk50 or negedge rst_n)
begin
	if(~rst_n)
	begin
		dividedout<=0; 
		counter<=0;
	end
	else if (counter==DIVIDEFACTOR)
	begin
		dividedout<=~dividedout;
		counter<=0;
	end
	else
	begin
		dividedout<=dividedout;
		counter<=counter+1'd1;
	end
end
endmodule

===== config.mk =====
export PLATFORM = sky130hd
export DESIGN_NAME = clkdiv
export DESIGN_NICKNAME = clkdiv
export VERILOG_FILES = /design/flow/design.v
export SDC_FILE = /design/flow/constraint.sdc
export NUM_CORES = 4
export LEC_CHECK = 1
export CORE_AREA = 10 10 70 70
export DIE_AREA = 0 0 80 80

===== constraint.sdc =====
current_design clkdiv

set clk_period 1.8
set clk_io_pct 0.2

create_clock -name clk0 -period $clk_period [get_ports {clk50}]

set non_clock_inputs [all_inputs -no_clocks]
set_input_delay [expr $clk_period * $clk_io_pct] -clock clk0 $non_clock_inputs
set_output_delay [expr $clk_period * $clk_io_pct] -clock clk0 [all_outputs]

===== run.sh =====
#!/bin/bash
# OpenROAD 26Q1-2900-gdf79404cd8, Yosys 0.63+post, stock flow scripts
make -C /OpenROAD-flow-scripts/flow DESIGN_CONFIG=/design/flow/config.mk WORK_HOME=/design/flow/orfs finish

==> CHANGELOG.md <==
## Implementation

- Worst R2R Start: counter[1]
- Latency at later pin: 250 ps
- Synth Warn #: 1
- Initial antenna violation count: 0
- Unrepaired setup endpoints after global routing: no
- Drt first pass iters: 2
- # Post-CTS Setup Buffers: 0
- First-pass GRT wire length: around 980 um
- TNS Setup: 0 ps
- Critical path capture point type: output pin
- Flops out of synthesis: 7
- Syn-to-layout area delta: 33.47%
- CP peak stage delay: 480 ps
- Syn Area/Cell: between 10 and 15 um^2
- Status: finished, final reports clean
- # DRC: 0
- Slew Limit Fails: 0
- Vias in the first global route: 221
- Root Driver: clkbuf_4
- Hold-fix buffers, CTS: 0
- Hpwl dp: about 380 um
- Fmax: ~0.70 GHz
- Clock Tree Buf Depth: 2
- Register share after synthesis: ~56%
- Total CTS buffers: 3
- Setup CP Type: reg -> out
- Mapped cell area: 310.3 um^2
- Clk sinks: 7
- Cell leakage power: 0.1569 nW
- Max Clock Skew: around 5.8 ps
- N_diodes: 0
- Fin worst setup slack: roughly 360 ps
- CP top delay family: buffers and inverters
- Final period util: approximately four fifths
- Wl on met1: between 200 and 300 um
- Highest Signal Layer: met3
- Max_slew headroom: between 70 and 80%
- R2R setup slack: roughly 590 ps
- Met3 wire len: 56 um
- Worst vdd ir: 0.0002661 V
- Layout cells sized above 1: around 16%
- RePlAce Congestion: 0.7451
- CP Cell Sequence: clkdlybuf4s50_1
- Pin count of the biggest net entering global routing: 8
- RR Endpoint: dividedout
- Drt via density: approximately 2.6
- Final WL: between 400 and 500 um
- DR WL met2: about 180 um
- Die x size: around 80 um
- DRT iter0 DRCs: 5
- Grt ovf: 0
- PostCTS Resize Cnt: 0
- Slowest-stage cell, CP: clkdlybuf4s50_1
- Yosys stat cell total: 25
- Count of unique library cells instantiated by Yosys: 9
- Finished Core Util: roughly an eighth
- Final ANT Viol Nets: 0
- YS chip area: a little over 300 um^2
- Port Buffers: 2
- Final hold vios: 0
- Setup crit start kind: flip-flop
- Worst reg2reg path depth: 4
- Core area: between 0.003 and 0.004 mm^2
- Final number of setup-violating endpoints: 0
- CTS tree: yes
- Cell Rows: 21
- H-tree depth: 1
- Critical Path AT: approximately 1100 ps
- CP Buf/Inv Count: 1
- Floorplan-stage core utilization: a little under a tenth
- Pre-CTS WS: 584.9 ps
- Tot GR Track Use: approximately 1.9%
- Die Y-Extent: approximately 80 um
- Max Cap Viol: 0
- Hold slack: approximately 370 ps
- CTS clk-pin slew, worst paths: approximately 50 ps
- Fin crit period: 1436 ps
- Synth Instances: 25
- OpenROAD warning count: 26
- Avg WL per Cell: 6.403 um
- Chip area: ~0.0064 mm^2
- Pwr dens: ~730 mW/mm^2
- Total number of vias: 201
- Fillers: 406
- Worst-path maximum fanout: 2
- WP data required: around 1400 ps
- Io pins: 3
- Worst Hold Class: in -> async
- Slew @ Worst Pin: roughly 410 ps
layout make-up:
| cell class | instances | area [um^2] | area share, % |
|---|---|---|---|
| multi-input combinational | 17 | 131.4 | 31.72 |
| sequential | 7 | 175.2 | 42.30 |
| timing repair buffer | 2 | 20.02 | 4.834 |
| tap | 46 | 57.56 | 13.90 |
| inverter | 1 | 3.754 | 0.9063 |
| clock buffer | 4 | 26.28 | 6.344 |
stage by stage:
| stage | instances | power [mW] | cell area (um^2) |
|---|---|---|---|
| final | 77 | 0.3015 | 414.1 |
| after global routing | 77 | 0.3234 | 414.1 |
| after floorplan | 25 | 0.1603 | 310.3 |
| after detailed placement | 73 | 0.1654 | 387.9 |
| after CTS | 77 | 0.3098 | 414.1 |
| after global placement | 73 | 0.1653 | 387.9 |
how the worst max path moves through the flow:
| stage | from | endpoint | slack, ps | cells after the start |
|---|---|---|---|---|
| global route | dividedout | dividedclk | 300 | 1 |
| CTS | dividedout | dividedclk | 340 | 1 |
| finish | dividedout | dividedclk | 360 | 1 |
cell usage after synthesis:
library cell,instances,area [um^2]
nor4b_4,1,23.77
nand2_2,1,6.260
ha_1,2,25.02
nand3_1,2,10.01
dfrtp_1,7,175.2
xor2_1,4,35.03
xnor2_1,1,8.760
nor2_1,6,22.52
inv_1,1,3.750
per-layer routing:
layer | vias to the layer above | GRT usage [%]
li1 | 93 | -
met1 | 101 | 2.630
met2 | 7 | 2.167
met3 | 0 | 1.591
met4 | 0 | 0.3521
met5 | - | 0
report_power, final:
| group | internal (mW) | switching (mW) | total, mW | leakage (nW) |
|---|---|---|---|---|
| clock | 0.0844 | 0.0545 | 0.139 | 0.0150 |
| sequential | 0.158 | 0 | 0.158 | 0.0776 |
| combinational | 0.00192 | 0.00295 | 0.00488 | 0.0643 |
| total | 0.244 | 0.0575 | 0.302 | 0.157 |
sequential cells by signal, indices dropped and copies added (netlist names):
name and count:
counter 6, dividedout 1
logic make-up (layout without fill, tap and decap cells):
logic type | after synthesis | in the layout | synth area share [%]
buffers and inverters | 1 | 7 | 1.209
XOR/XNOR | 5 | 5 | 14.11
flip-flops | 7 | 7 | 56.45
AND/OR/NAND/NOR | 10 | 10 | 20.16
adder cells (fa/ha/maj) | 2 | 2 | 8.063
cell usage in the layout (no fill, tap or decap), drive strengths merged:
cell type,count
dfrtp,7
nor2,6
xor2,4
clkbuf,4
nand3,2
ha,2
clkdlybuf4s50,2
nand2,1
nor4b,1
xnor2,1
inv,1
Power figures rest on the tool's default switching activity, not on a simulated workload.

**./run.sh**
```bash
#!/bin/bash
# OpenROAD 26Q1-2900-gdf79404cd8, Yosys 0.63+post, stock flow scripts
make -C /OpenROAD-flow-scripts/flow DESIGN_CONFIG=/design/flow/config.mk WORK_HOME=/design/flow/orfs finish
```
**./config.mk**
```make
export PLATFORM = sky130hd
export DESIGN_NAME = testTLE
export DESIGN_NICKNAME = testTLE
export VERILOG_FILES = /design/flow/design.v
export SDC_FILE = /design/flow/constraint.sdc
export NUM_CORES = 4
export LEC_CHECK = 1
export CORE_UTILIZATION = 50
```
**./constraint.sdc**
```tcl
current_design testTLE

set clk_period 4.8
set clk_io_pct 0.2

create_clock -name clk0 -period $clk_period [get_ports {clk50}]

set non_clock_inputs [all_inputs -no_clocks]
set_input_delay [expr $clk_period * $clk_io_pct] -clock clk0 $non_clock_inputs
set_output_delay [expr $clk_period * $clk_io_pct] -clock clk0 [all_outputs]
```
**./design.v**
```verilog
module testTLE(
  input        clk50,
  input        rst_n,
  input        rx_in,
  output	[7:0] LEDS
); 
wire [39:0] dataconn ;
wire dataReceived;
wire  [7:0] elementID;
wire  [15:0] x_pos;
wire  [15:0] y_pos;
reg [7:0]ledsreg;
assign LEDS[7:0] = ledsreg[7:0];
assign elementID [7:0] = dataconn[39:32];
assign x_pos [15:0] = dataconn[31:16];
assign y_pos [15:0] = dataconn[15:0];
uarttestTLE uart(
         .clk50(clk50),
         .rst_n(rst_n),
         .rx_in(rx_in),
			.packet(dataconn),
			.dataReceived(dataReceived)
); 
always @ (posedge clk50 or negedge rst_n)
begin
	if(~rst_n)
	begin
		ledsreg[7:0]<=8'd0;
	end
	else if (clk50==1'b1)
	begin
		if(dataReceived==1'b1)  
		begin
			if(elementID==1)
			begin
				if(x_pos==16'h2031)
				begin
					ledsreg[7:0] <= 8'b11011101;
				end
				else
				begin
					ledsreg[7:0] <= 8'b11100111;
				end
			end
			else
			begin
				ledsreg[7:0] <= 8'b11100111;
			end
		end
	end
end
endmodule
`timescale 1us/1ns
module uarttest(
  input        clk50,
  input        rst_n,
  input        rx_in,
  output [7:0] RxedData,
  output 		rxDone
);
  parameter UART_4800  = 10416;     
  parameter UART_9600  =  5208;     
  parameter UART_19200 =  2604;     
  parameter UART_57600 =   108;     
  parameter UART_115200 =  434; 
  parameter UART_115200_half = 217;
  parameter IDLE_STATE 		= 3'b000;
  parameter STARTBIT_STATE = 3'b001;
  parameter DATABITS_STATE = 3'b010;
  parameter STOPBITS_STATE = 3'b011;
  parameter FINISHEDRX_STATE = 3'b100;
  reg           Rx_Data_Reg = 1'b1;
  reg           Rx_Data   = 1'b1;
  reg [2:0] 	 UART_Rx_State;
  reg [15:0] 	 clk50_cntr;  
  reg [3:0] 	 bitcount_rx;  
  reg [7:0]		 rx_data;
  reg sampletrig;
  reg rxfinished;
  assign RxedData = rx_data;
  assign rxDone	= rxfinished;
  always @(posedge clk50 or negedge rst_n)
  begin
		if(~rst_n)
		begin
			Rx_Data_Reg<=1;
			Rx_Data<=1;
		end
		else
		begin
			Rx_Data_Reg<=rx_in;
			Rx_Data<=Rx_Data_Reg;
		end
  end  
  always @(posedge clk50 or negedge rst_n)
  begin 
	if(~rst_n)
	begin
		UART_Rx_State<=IDLE_STATE;
		rxfinished<=0;
	end 
	else
	begin
		case (UART_Rx_State)
			IDLE_STATE: 
				begin
					if(Rx_Data==1'b0)   
						begin
							clk50_cntr<=0;
							UART_Rx_State<=STARTBIT_STATE;
							sampletrig<=0;
							rxfinished<=0;
						end
					else
						begin
							UART_Rx_State<=IDLE_STATE;
							rxfinished<=0;
						end
				end
			STARTBIT_STATE:
				begin
					if(clk50_cntr == UART_115200_half)
						begin
							if(Rx_Data==1'b1)  
							begin
								clk50_cntr<=0;
								UART_Rx_State<=IDLE_STATE;
								sampletrig<=0;
							end
							else
							begin
								UART_Rx_State<=STARTBIT_STATE;
								clk50_cntr <= clk50_cntr+1'b1;
								sampletrig<=1;
							end
						end
					else if(clk50_cntr == UART_115200)
						begin
							bitcount_rx <=0; 
							clk50_cntr <=0;
							UART_Rx_State<=DATABITS_STATE;
							sampletrig<=0;
						end
					else
						begin
							UART_Rx_State<=STARTBIT_STATE;
							clk50_cntr <= clk50_cntr+1'b1;
							sampletrig<=0;
						end
				end
			DATABITS_STATE:
				begin
					if(clk50_cntr == UART_115200_half)
						begin
							UART_Rx_State <= DATABITS_STATE;
							rx_data[bitcount_rx] <= Rx_Data;
							clk50_cntr <= clk50_cntr+1'b1;
							sampletrig<=1;
						end
					else if(clk50_cntr == UART_115200)
						begin
							if(bitcount_rx==7)
							begin
								clk50_cntr <=0;
								UART_Rx_State<=STOPBITS_STATE;
							end
							else
							begin
								bitcount_rx = bitcount_rx+1;
								UART_Rx_State<=DATABITS_STATE;
								clk50_cntr <=0;
								sampletrig<=0;
							end
						end
					else
						begin
							UART_Rx_State<=DATABITS_STATE;
							clk50_cntr <= clk50_cntr+1'b1;
							sampletrig<=0;
						end
				end
			STOPBITS_STATE:
				begin
						if(clk50_cntr == UART_115200_half)
						begin
							if(Rx_Data==1'b0)  
							begin
								clk50_cntr<=0;
								UART_Rx_State<=IDLE_STATE;
								sampletrig<=0;
							end
							else
							begin
								UART_Rx_State<=STOPBITS_STATE;
								clk50_cntr <= clk50_cntr+1'b1;
								sampletrig<=1;
							end
						end
					else if(clk50_cntr == UART_115200)
						begin
							clk50_cntr <=0;
							UART_Rx_State<=FINISHEDRX_STATE;
							sampletrig<=0;
							rxfinished<=1;
						end
					else
						begin
							UART_Rx_State<=STOPBITS_STATE;
							clk50_cntr <= clk50_cntr+1'b1;
							sampletrig<=0;
						end				
				end
			FINISHEDRX_STATE:
				begin
						rxfinished<=0;
						UART_Rx_State<=IDLE_STATE;
						clk50_cntr<=0;
				end
		default:
			UART_Rx_State<=IDLE_STATE;
		endcase
	end
  end  
  endmodule
module uarttestTLE(
  input        clk50,
  input        rst_n,
  input        rx_in,
  output		  [39:0] packet,
  output 		dataReceived
); 
 wire [7:0] RxedData;
 wire 		rxDone;
 reg [39:0] smallMem;
 reg [3:0] rxbytescounter;
 reg datarxedtrig;
 assign packet = smallMem;
 assign dataReceived = datarxedtrig;
 uarttest uart1(
    .clk50(clk50),
    .rst_n(rst_n),
    .rx_in(rx_in),
    .RxedData(RxedData),
    .rxDone(rxDone)
);
always @ (posedge clk50 or negedge rst_n)
begin
	if(~rst_n)
	begin
		rxbytescounter<=0;
		datarxedtrig<=0;
	end
	else if(clk50==1'b1)
	begin
		if(rxDone==1'b1)
		begin
			smallMem<={smallMem[31:0],RxedData[7:0]};
			if(rxbytescounter==4)
			begin 
				datarxedtrig<=1;
				rxbytescounter<=0;
			end
			else
			begin
				datarxedtrig<=0;
				rxbytescounter<=rxbytescounter+1'b1;
			end
		end
		else
		begin
			rxbytescounter<=rxbytescounter;
			datarxedtrig<=0;
		end
	end
end
 endmodule
```
==> deck_impl_summary.md <==
Physical Implementation Snapshot

Worst setup path
  – Crit path DAT: 2680 ps
  – CP required: approximately 4800 ps
  – WS Path Type: primary input to flop
  – CP Cell Sequence: clkdlybuf4s50_1 -> buf_4 -> o311a_1
  – Slowest cell on crit path: clkdlybuf4s50_1
  – Max FO, Critical Path: 16
  – CP Launch Type: primary input
  – Worst setup EP type: flop
  – Largest stage delay on the critical path: ~730 ps

Run status
  – Status: finished, final reports clean

Cells and area
  – Area delta synth->final: 10.1%
  – Filler instances: 600
  – Post-route cell area: a little over 4000 um2
  – Reg area: 2450 um2
  – Layout cell share with drive strength beyond 1: 9.97%
  – Comb gate area: approximately 1100 um2
  – Non-filler instance count after layout: 387
  – Fin util: between 50% and 60%

Clock tree
  – Clk sinks: about 84
  – H-tree depth: 3
  – CTS Buf Count: 9
  – Reg clk slew, reported paths: approximately 80 ps
  – Post_cts resized: 0
  – Worst skew pair latency: between 300 and 400 ps
  – Hold_buf cts: 0
  – Maximum buffer depth of the clock tree: 2
  – Root Buffer: clkbuf_8
  – Post-CTS Setup Bufs: 0
  – CTS tree: done

Yosys
  – Top_reg_cell synth: edfxtp_1
  – Top cells, area: edfxtp_1 (55%), dfrtp_1 (8.8%), xnor2_1 (3.6%)
  – Area leader share: between 50 and 60%
  – Largest area contributor in the netlist: edfxtp_1
  – Library cells used by synthesis: ~50
  – Flip-flops with a built-in enable: around 70
  – Syn Area/Cell: 13.5 um2
  – Total of warnings raised by yosys: 3
  – Flops after synth: between 80 and 90
  – Mapped Area: about 3700 um2
  – Ys cells: 274
  – Syn Inst Count: approximately 270
  – Sequential area share after synthesis: between 60% and 70%
  – Yosys chip area: between 3000 and 4000 um2
  – Async set-reset flop share out of synthesis: 19.0%

Timing
  – Tmin final: 2710 ps
  – Clock Skews: ~13 ps
  – Slew headroom: a little under half
  – Max Clk Rate: 370 MHz
  – Final Hold Viols: 0
  – Fin Setup TNS: 0 ps
  – Max-slew violation count: 0
  – RSZ-0062 raised after global routing: no
  – Hold_ws: between 300 and 400 ps
  – Finish-stage setup viols: 0
  – Actual slew at the worst max-slew pin: slightly below 800 ps
  – Setup ws final: approximately 2100 ps
  – Period utilisation layout: between 50% and 60%

Global route
  – Total congestion overflow: 0
  – Vias in the first global route: about 1900
  – Initial antenna violation count: 0
  – GRT Overall Usage: between 10% and 20%
  – First-pass GRT wire length: roughly 9000 um
  – Largest net degree at the start of global routing: between 40 and 50

Job
  – Tool Warnings: 32
  – Maxcap violations: 0

Drt
  – Antenna fix cells: 0
  – WL final: between 5000 and 6000 um
  – DRT antenna net count: 0
  – Wire length per cell: about 14 um
  – Routed vias: approximately 2000
  – Iteration tally of the first detailed-router pass: 4
  – DR iter-0 viols: approximately 75
  – DRC Markers: 0
  – Drt via density: 5.29

Placed design
  – Pre-CTS WS: 1670 ps
  – IO buf count: 10
  – Area after DPL: 3870 um2
  – Post-detail-place hpwl: around 3500 um
  – RePlAce Congestion: a little over 0.8
  – Placed insts: 371

Die
  – I/O pins: 11
  – Chip height: 88.0 um
  – Rows: 30
  – Core Density at Floorplan: approximately 53%
  – Die Wd: between 80 and 90 um
  – Core footprint: between 6000 and 7000 um2
  – Chip Area: ~7700 um2

Pwr
  – PD cells: approximately 320 nW/um2
  – Pwr Total: ~1.3 mW
  – P_leak: 1.40 nW
  – Maximum vdd drop: 171 uV

Hold path
  – Min-Delay Path Class: flop to flop
-- sequential cells by signal (all words and copies together), names as in the netlist --
| signal | flops |
|---|---|
| uart.smallMem | 40 |
| uart.uart1.clk50_cntr | 16 |
| uart.uart1.rx_data | 8 |
| uart.uart1.UART_Rx_State | 5 |
| uart.rxbytescounter | 4 |
| uart.uart1.bitcount_rx | 4 |
| ledsreg | 3 |
| uart.datarxedtrig | 1 |
| uart.uart1.Rx_Data | 1 |
| uart.uart1.Rx_Data_Reg | 1 |
| uart.uart1.rxfinished | 1 |
-- final cells by class --
cell class | count | area share (%)
repair buffers | 12 | 2.83
clock inverters | 7 | 1.93
multi-input cells | 167 | 28.1
clock buffers | 9 | 3.04
well taps | 96 | 2.95
inverters | 12 | 1.11
flip-flops and latches | 84 | 60.0
-- synthesized netlist by cell type (3+ instances only) --
cell type and number:
nor3_1 6, nor4_1 4, buf_4 5, ha_1 10, nor4b_1 4, a21oi_1 3, o21ai_0 5, edfxtp_1 68
dfstp_2 3, nor2_1 30, inv_1 12, clkbuf_1 4, dfrtp_1 13, nand2_1 22, nand4_1 6, nor2b_1 3
nand3_1 10, xnor2_1 15, o2bb2ai_1 6, and2_1 4
-- where the power goes --
part / switching [mW] / internal, mW
logic: 0.00422 / 0.00276
registers: 0.00121 / 0.778
clock network: 0.261 / 0.249
-- final timing paths --
| kind | from | endpoint | slack (ps) | depth (start not counted) |
|---|---|---|---|---|
| hold / removal | uart.uart1.Rx_Data_Reg$_DFF_PN1_ | uart.uart1.Rx_Data$_DFF_PN1_ | 360 | 0 |
| max in group asynchronous | rst_n | uart.uart1.Rx_Data_Reg$_DFF_PN1_ | 3310 | 2 |
| hold reg to reg | uart.uart1.Rx_Data_Reg$_DFF_PN1_ | uart.uart1.Rx_Data$_DFF_PN1_ | 360 | 0 |
| setup / recovery | rst_n | uart.uart1.clk50_cntr[0]$_DFFE_PP_ | 2090 | 3 |
| setup reg to reg | uart.uart1.bitcount_rx[0]$_SDFFCE_PN0P_ | uart.uart1.rx_data[4]$_DFFE_PP_ | 2570 | 5 |
| min in group asynchronous | rst_n | ledsreg[4]$_DFFE_PN0P_ | 910 | 1 |
-- cell families after synthesis --
family | count (synthesis) | share of synthesized area (%)
adders and majority gates | 10 | 3.38
AOI/OAI and AO/OA | 32 | 7.10
buffers and inverters | 23 | 2.91
DFF | 84 | 66.1
muxes | 2 | 0.609
and+or+nand+nor | 106 | 15.8
xor gates and xnor gates | 17 | 4.03
-- critical path, delay by kind of cell --
| family | cells | cell delay, ps |
|---|---|---|
| compound gates | 1 | 710 |
| buf+inv | 2 | 1000 |
-- layer usage --
metal  wire length, um  GRT usage, %
met5                 0             0
met4                83          2.98
met3               218          3.15
met2              2260          22.5
met1              2790          28.8
-- cell usage in the layout (no fill, tap or decap), types with 2 or more instances in the layout --
master and instances:
nor4_4 2, o211ai_1 2, o22ai_1 2, xor2_1 2
buf_4 2, and2_1 4, edfxtp_1 68, dfstp_2 3
clkbuf_8 9, nor4b_1 4, clkdlybuf4s50_1 10, inv_1 12
nor2b_1 3, o21ai_0 5, o2bb2ai_1 6, o21a_1 2
and4b_1 2, ha_1 10, inv_6 5, and3b_1 2
nor3_1 6, nand2_1 22, nand4_2 2, dfrtp_1 13
nor2_1 30, xnor2_1 15, nor4_1 4, nand3_1 10
nand3b_1 2, nand4_1 6, a21oi_1 3, nand2b_1 2
Power and IR drop assume default switching activity.
